**/design/flow/design.v**
```verilog
module Adder(inputA, inputB, addOut);
input [7:0] inputA;
input [7:0] inputB;
output [7:0] addOut;
reg [7:0] addOut;
always @ (inputA or inputB)
begin
	addOut = inputA + inputB;
end
endmodule
```
**/design/flow/run.sh**
```bash
#!/bin/bash
# OpenROAD 26Q1-2900-gdf79404cd8, Yosys 0.63+post, stock flow scripts
make -C /OpenROAD-flow-scripts/flow DESIGN_CONFIG=/design/flow/config.mk WORK_HOME=/design/flow/orfs finish
```
**/design/flow/config.mk**
```make
export PLATFORM = sky130hd
export DESIGN_NAME = Adder
export DESIGN_NICKNAME = Adder
export VERILOG_FILES = /design/flow/design.v
export SDC_FILE = /design/flow/constraint.sdc
export NUM_CORES = 4
export LEC_CHECK = 1
export CORE_AREA = 10 10 70 70
export DIE_AREA = 0 0 80 80
```
**/design/flow/constraint.sdc**
```tcl
current_design Adder

set clk_period 5.8
set clk_io_pct 0.2

create_clock -name clk0 -period $clk_period

set non_clock_inputs [all_inputs -no_clocks]
set_input_delay [expr $clk_period * $clk_io_pct] -clock clk0 $non_clock_inputs
set_output_delay [expr $clk_period * $clk_io_pct] -clock clk0 [all_outputs]
```
==> impl_metrics.py <==
# Auto-generated metrics
metrics = {
    "drt": {
        "num_antenna_cells": 0,
        "via_count": 387,
        "drt-vias-per-instance": 3.46,
        "post-route-drc-count": 0,
        "routed_wire_length_per_instance_um": 10.2,
        "ant_nets": 0,
        "first_iter_violations": 4,
        "detail_route.wirelength_mm": 1.14,
        "drt_pre_antenna_iters": 2,
    },
    "floorplanning": {
        "io-pin-count": 24,
        "dieHeight_um": 80,
        "floorplan.core_util": 0.0971,
        "chip_area_um2": 6400,
        "die_width_um": 80,
        "design.core.area_um2": 3420,
        "fp-row-count": 21,
    },
    "worst_setup_path": {
        "worstSetupStartpoint": "inputA[0]",
        "setup.worst_path.class": "in -> out",
        "timing.critical_path.to_type": "primary output",
        "worstPathArrival_ns": 3.21,
        "critPathLaunchType": "primary input",
        "cp_max_fo": 3,
        "critical_path.cell_chain": "clkdlybuf4s50_1, ha_1, inv_1, fa_1, nor2b_4, o31a_1, o311ai_1, clkdlybuf4s50_1",
        "critPathBufInv": 3,
        "max_stage_delay_ns": 0.52,
        "worst_path_dominant_cell_family": "buffers and inverters",
        "critical_path.slowest_cell": "sky130_fd_sc_hd__clkdlybuf4s50_1",
        "crit_path_frequent_cell": "sky130_fd_sc_hd__clkdlybuf4s50_1",
        "required_ns": 4.64,
    },
    "pwr": {
        "switching_power_uw": 21.8,
        "pwr-share-clk": 0,
        "design_power_total_uw": 61.9,
        "p_seq_frac": 0,
        "sw_frac": 0.351,
        "cell_internal_pwr_uw": 40.2,
        "leakage_component_of_the_power_uw": 0.000242,
        "powerDensity_nw_per_um2": 98.4,
        "comb_power_share": 1.000,
        "maximum_vdd_drop_v": 0.0000362,
    },
    "global_route": {
        "grt_pass1_wl_mm": 1.71,
        "first_global_vias": 390,
        "antenna_found_initial": 0,
        "globalRouteTotalUtil": 0.0317,
        "grt_max_degree": 7,
        "globalRouteOverflowTotal": 0,
    },
    "cells_and_area": {
        "design.seq.count": 0,
        "area_growth_pct": 89.8,
        "post_route_cells_drive_above_1_share": 0.0152,
        "regArea_um2": 0,
        "clkbuf_count": 0,
        "final_core_utilization": 0.184,
        "filler_cell_count": 393,
    },
    "synth": {
        "post_synth_num_cell_types": 23,
        "synthesis.instances": 42,
        "area_leaders": "sky130_fd_sc_hd__ha_1 (26%), sky130_fd_sc_hd__a21oi_1 (7.5%), sky130_fd_sc_hd__o211ai_1 (6.8%), sky130_fd_sc_hd__fa_1 (6.0%), sky130_fd_sc_hd__inv_1 (5.7%)",
        "synthesis.area_per_instance_um2": 7.89,
        "post-synth-top-area-fraction": 0.264,
        "synth.yosys.num_cells": 42,
        "synthesized_area_um2": 332,
        "cell_taking_the_most_area_after_synthesis": "sky130_fd_sc_hd__ha_1",
        "synth_seq_share": 0,
        "synth_chip_area_um2": 332,
        "yosysWarnings": 1,
    },
    "flow_run": {
        "max-cap-violations": 0,
        "stage_log_warnings": 32,
    },
    "timing": {
        "max_clock_freq_mhz": 229,
        "relSlewSlack": 0.697,
        "setup_viol_count_final": 0,
        "min_period_ns": 4.37,
        "rsz0062_at_grt": "false",
        "total_count_of_hold_check_failures_in_the_final_report": 0,
        "worst_slew_pin_slew_ns": 0.452,
        "final_max_slew_viol_count": 0,
        "post-route-period-util": 0.753,
        "setup_total_neg_slack_ns": 0,
        "timing.hold.ws_ns": 3.35,
        "final_critical_path_setup_slack_ns": 1.43,
    },
    "cts": {
        "post-cts-setup-buffer-count": 0,
        "post_cts_resized": 0,
        "cts_hold_buffers": 0,
    },
    "place": {
        "post_placement_setup_slack_ns": 1.41,
        "numPortBuffers": 24,
        "dp_hpwl_mm": 1.03,
        "place_congestion": 0.688,
    },
    "outcome": {
        "status": "complete, no violations",
    },
    "min_path": {
        "hold_path_startpoint": "inputB[0]",
        "min_path_type": "in -> out",
    },
}
-- layer usage --
layer | up-vias | GRT usage | share of wire
met4 | 0 | 0 | 0
met5 | - | 0 | 0
met2 | 16 | 0.0498 | 0.37
met3 | 0 | 0.0159 | 0.15
met1 | 158 | 0.0403 | 0.48
li1 | 213 | - | -
-- cells in the mapped netlist, types with 2 or more instances --
cell	instances
sky130_fd_sc_hd__o211ai_1	3
sky130_fd_sc_hd__inv_1	5
sky130_fd_sc_hd__ha_1	7
sky130_fd_sc_hd__o21ai_0	2
sky130_fd_sc_hd__xnor2_1	2
sky130_fd_sc_hd__xor2_1	2
sky130_fd_sc_hd__a21oi_1	5
-- power by group through the flow --
stage | clock network, uW | registers [uW] | logic (uW)
4_1_cts | 0 | 0 | 63.5
5_1_grt | 0 | 0 | 69.0
6_report | 0 | 0 | 61.9
-- tightest hold or removal path: cells and delay by family --
kind,cells,cell delay (ns)
buffers and inverters,2,0.92
adders and majority gates,1,0.11
-- placed cells by master (no fill, tap or decap) --
cell                              count
sky130_fd_sc_hd__xor2_1               2
sky130_fd_sc_hd__a21o_1               1
sky130_fd_sc_hd__o211ai_1             3
sky130_fd_sc_hd__nor2_1               1
sky130_fd_sc_hd__nor3_1               1
sky130_fd_sc_hd__nor3b_1              1
sky130_fd_sc_hd__nor2b_4              1
sky130_fd_sc_hd__o2bb2ai_1            1
sky130_fd_sc_hd__ha_1                 7
sky130_fd_sc_hd__o21a_1               1
sky130_fd_sc_hd__xnor2_1              2
sky130_fd_sc_hd__inv_1                5
sky130_fd_sc_hd__a211oi_1             1
sky130_fd_sc_hd__fa_1                 1
sky130_fd_sc_hd__a21oi_1              5
sky130_fd_sc_hd__nor2b_1              1
sky130_fd_sc_hd__nand2b_1             1
sky130_fd_sc_hd__a221oi_1             1
sky130_fd_sc_hd__o21ai_0              2
sky130_fd_sc_hd__o311ai_0             1
sky130_fd_sc_hd__o31a_1               1
sky130_fd_sc_hd__clkdlybuf4s50_1     24
sky130_fd_sc_hd__nand2_1              1
sky130_fd_sc_hd__o311ai_1             1
-- layout make-up --
class	count	area (um^2)	area share
timing repair buffer	24	240	0.382
multi-input combinational	37	313	0.497
tap	46	57.6	0.0915
inverter	5	18.8	0.0298
-- kinds of logic after synthesis --
group           share of synthesized area
buf+inv                            0.0566
fa+ha+maj                           0.325
simple gates                        0.140
xor+xnor                            0.106
compound gates                      0.374
-- path summary, 6_finish.rpt --
check / cells after the start / endpoint
min: 3 / addOut[0]
max: 8 / addOut[6]
-- metrics by stage --
stage / area (um^2) / std cells
2_1_floorplan: 332 / 42
3_3_place_gp: 629 / 112
3_5_place_dp: 629 / 112
4_1_cts: 629 / 112
5_1_grt: 629 / 112
6_report: 629 / 112
Power figures rest on the tool's default switching activity, not on a simulated workload.
