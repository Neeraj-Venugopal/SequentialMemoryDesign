[/design/flow/design.v]
module Subtractor( inputA, inputB, subOut);
input [7:0] inputA;
input [7:0] inputB;
output [7:0] subOut;
reg [7:0] subOut;
always @ (inputA or inputB)
begin
	subOut = inputB - inputA;
end
endmodule
[/design/flow/run.sh]
#!/bin/bash
# OpenROAD 26Q1-2900-gdf79404cd8, Yosys 0.63+post, stock flow scripts
make -C /OpenROAD-flow-scripts/flow DESIGN_CONFIG=/design/flow/config.mk WORK_HOME=/design/flow/orfs finish
[/design/flow/config.mk]
export PLATFORM = sky130hd
export DESIGN_NAME = Subtractor
export DESIGN_NICKNAME = Subtractor
export VERILOG_FILES = /design/flow/design.v
export SDC_FILE = /design/flow/constraint.sdc
export NUM_CORES = 4
export LEC_CHECK = 1
export CORE_AREA = 10 10 70 70
export DIE_AREA = 0 0 80 80
[/design/flow/constraint.sdc]
current_design Subtractor

set clk_period 6.5
set clk_io_pct 0.2

create_clock -name clk0 -period $clk_period

set non_clock_inputs [all_inputs -no_clocks]
set_input_delay [expr $clk_period * $clk_io_pct] -clock clk0 $non_clock_inputs
set_output_delay [expr $clk_period * $clk_io_pct] -clock clk0 [all_outputs]
==> summary.txt <==
Crit path time final: 4.80 ns
Critical path fanouts, max: 3
Final Core Density: 18.4%
# clk buffers: 0
Critical path type: in2out
Fp util: 9.71%
Area leader, netlist: ha_1
Row count: 21
Switching share of total power: 33.7%
Outcome: finished, final reports clean
Share of cells above drive strength 1: 4.48%
Yosys warning count: 1
Fin. Hold Viols: 0
F_max: 208 MHz
N_diodes: 0
Met2 Routed Length: 704 µm
GP Congestion: 0.772
Worst Path Arrival: 3.50 ns
Pleak: 0.000277 µW
Maxcap violations: 0
Die X: 80 µm
NetSw: 19.2 µW
Die footprint: 6400 µm²
Metal3 WL: 14 µm
Top cells by area: ha_1 (26%), xnor2_1 (13%), inv_1 (10%)
WP data required: 5.20 ns
Setup Buffers After CTS: 0
Synth Instances: 43
Worst-Margin Slew: 0.196 ns
Routed Antenna Nets: 0
Die y size: 80 µm
HPWL after detailed placement: 1000 µm
Clock network power share: 0%
Synthesis area per yosys: 332 µm²
Post-Synthesis Cell Area: 332 µm²
# fillers: 389
# IOs: 24
Drt via density: 3.24
Total congestion overflow: 0
Kind of end point of the critical path: output port
Worst vdd ir: 0.0167 mV
First-pass GRT wire length: 1710 µm
Yosys top cell area share: 26.4%
Power per Cell Area: 90.7 nW/µm²
DRT Pass-1 Iters: 3
Core Box Area: 3420 µm²
Flop pwr share: 0%
DR WL/cell: 9.27 µm
RSZ-0062 raised after global routing: no
Final Cycle Share: 73.9%
DRT iter0 DRCs: 2
HP Class: in2out
Synth unique cells: 19
Pins Over Slew Limit: 0
Setup violators final: 0
Vias in the first global route: 385
Tool warnings: 32
Internal Pwr Total: 37.9 µW
Hold buffer count at CTS: 0
Setup TNS: 0 ns
Antenna violations before repair: 0
Met1 WL: 328 µm
Sequential-to-total area share from yosys stat: 0%
Worst slew margin: 86.8%
Critical Path End: subOut[6]
Logic area: 298 µm²
Syn Area/Cell: 7.71 µm²
PostCTS Resize Cnt: 0
Yosys cell count: 43
Startpoint types: primary input
WHS Path Cells: 5
Area grow syn2layout: 89.8%
Routed vias: 366
Gr usage total: 3.15%
Largest net degree at the start of global routing: 6
Flops: 0
Sequential Area: 0 µm²
Port Buf Inserts: 24
Total routed wirelength: 1050 µm
Logic pwr share: 100.0%
DRC violations left: 0
Worst setup startpoint: inputA[0]
DR top layer: met3
[synthesized netlist by cell type]
cell	instances
a311o_1	1
inv_1	9
a21oi_2	1
o21ai_0	1
or2b_1	1
a21oi_1	3
a31oi_1	2
o211ai_2	1
xor2_1	1
ha_1	7
xnor2_1	5
nor2_1	2
nand2b_1	1
a211oi_1	1
a21o_1	3
o21bai_1	1
a21o_2	1
fa_1	1
or3_1	1
[worst max-delay path: stages]
cell             delay [ns]
clkdlybuf4s50_1        0.46
ha_1                   0.15
inv_1                  0.05
fa_1                   0.41
a211oi_1               0.23
o21bai_1               0.10
a21oi_1                0.17
xnor2_1                0.13
clkdlybuf4s50_1        0.51
[power by group through the flow]
stage / Sequential, µW / Clock [µW] / Combinational [µW]
4_1_cts: 0 / 0 / 58.8
5_1_grt: 0 / 0 / 63.1
6_report: 0 / 0 / 57.1
[routing by layer]
layer,track usage (%),vias up
li1,-,198
met1,2.78,166
met2,7.38,2
met3,0.227,0
met4,0,0
met5,0,-
[cell usage in the layout (no fill, tap or decap)]
cell type	n
a211oi_1	1
a21o_1	3
a21o_2	1
a21oi_1	3
a21oi_2	1
a311o_1	1
a31oi_1	2
clkdlybuf4s50_1	24
fa_1	1
ha_1	7
inv_1	9
nand2b_1	1
nor2_1	2
o211ai_2	1
o21ai_0	1
o21bai_1	1
or2b_1	1
or3_1	1
xnor2_1	5
xor2_1	1
[layout make-up]
| class | instances | share of cell area, % |
|---|---|---|
| Timing Repair Buffer | 24 | 38.2 |
| Inverter | 9 | 5.37 |
| Multi-Input combinational cell | 34 | 47.3 |
| Tap cell | 46 | 9.15 |
[metrics by stage]
| stage | power [µW] | cell area (µm²) | setup WS [ns] | cells | hold slack (ns) |
|---|---|---|---|---|---|
| floorplan | 24.3 | 332 | 2.72 | 43 | 2.71 |
| global placement | 58.0 | 629 | 1.69 | 113 | 3.60 |
| detailed placement | 58.5 | 629 | 1.66 | 113 | 3.61 |
| CTS | 58.8 | 629 | 1.66 | 113 | 3.61 |
| global route | 63.1 | 629 | 1.60 | 113 | 3.63 |
| finish | 57.1 | 629 | 1.70 | 113 | 3.59 |
[logic make-up after synthesis]
| group | synth area share [%] |
|---|---|
| AOI/OAI and AO/OA | 33.2 |
| xor gates and xnor gates | 15.8 |
| adders and majority gates | 32.5 |
| and+or+nand+nor | 8.31 |
| buffers and inverters | 10.2 |
[how the worst min path moves through the flow]
stage | startpoint | end | slack (ns)
CTS | inputB[0] | subOut[0] | 3.61
global route | inputB[0] | subOut[0] | 3.63
finish | inputB[0] | subOut[0] | 3.59
Power is estimated from default activity; no workload was simulated.
