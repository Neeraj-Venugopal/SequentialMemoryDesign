### config.mk
export PLATFORM = sky130hd
export DESIGN_NAME = Controller
export DESIGN_NICKNAME = Controller
export VERILOG_FILES = /design/flow/design.v
export SDC_FILE = /design/flow/constraint.sdc
export NUM_CORES = 4
export LEC_CHECK = 1
export CORE_AREA = 10 10 70 70
export DIE_AREA = 0 0 80 80
### constraint.sdc
current_design Controller

set clk_period 1.9
set clk_io_pct 0.2

create_clock -name clk0 -period $clk_period [get_ports {clock}]

set non_clock_inputs [all_inputs -no_clocks]
set_input_delay [expr $clk_period * $clk_io_pct] -clock clk0 $non_clock_inputs
set_output_delay [expr $clk_period * $clk_io_pct] -clock clk0 [all_outputs]
### design.v
module Controller(WEA, IncA, IncB, WEB, Reset, clock);
output reg WEA = 0, IncA = 0, IncB = 0, WEB = 0;
reg [4:0] Out;
input Reset, clock;
reg  [4:0] GA1, GA2, GA3, GA4, GA5, GA6, GA7, GA8, GB1, GB2, GB3, GC1, GC2, GC3, GC4, GD1, GD2, GD3, GD4, GD5;
always@(posedge clock)
begin
	if(Reset || (Out[4]& (!Out[3]) & (!Out[2]) & Out[1]& (!Out[0])))
		Out <= 0;
	else
		Out <= Out +1;
end
always @(*)
begin
	GA1 = ((!Out[4])& (!Out[3]) & (!Out[2]) & (!Out[1]) & Out[0]);
	GA2 = ((!Out[4])& (!Out[3]) & (!Out[2]) & Out[1] & (!Out[0]));
	GA3 = ((!Out[4])& (!Out[3]) & (!Out[2]) & Out[1] & Out[0]);
	GA4 = ((!Out[4])& (!Out[3]) & Out[2] & (!Out[1]) & (!Out[0]));
	GA5 = ((!Out[4])& (!Out[3]) & Out[2] & (!Out[1]) & Out[0]);
	GA6 = ((!Out[4])& (!Out[3]) & Out[2] & Out[1] & (!Out[0]));
	GA7 = ((!Out[4])& (!Out[3]) & Out[2] & Out[1] & Out[0]);
	GA8 = ((!Out[4])& Out[3] & (!Out[2]) & (!Out[1]) & (!Out[0]));
	GB1 = (Out[4] & (!Out[3]) & (!Out[2]) & (!Out[1]) & Out[0]);
	GB2 = (Out[4] & (!Out[3]) & (!Out[2]) & Out[1] & (!Out[0]));
	GB3 = (Out[4] & (!Out[3]) & (!Out[2]) & Out[1] & Out[0]);
	GC1 = ((!Out[4])& Out[3] & Out[2] & (!Out[1]) & (!Out[0]));
	GC2 = ((!Out[4])& Out[3] & Out[2] & Out[1] & (!Out[0]));
	GC3 = (Out[4] & (!Out[3]) & (!Out[2]) & (!Out[1]) & (!Out[0]));
	GC4 = (Out[4] & (!Out[3]) & (!Out[2]) & Out[1] & (!Out[0]));
	GD1 = ((!Out[4])& Out[3] & (!Out[2]) & Out[1] & Out[0]);
	GD2 = ((!Out[4])& Out[3] & Out[2] & (!Out[1]) & Out[0]);
	GD3 = ((!Out[4])& Out[3] & Out[2] & Out[1] & Out[0]);
	GD4 = ( Out[4]& (!Out[3]) & (!Out[2]) & (!Out[1]) & Out[0]);
	WEA = GA1 || GA2 || GA3 || GA4 || GA5 || GA6 || GA7 || GA8;
 	IncA = ~(GB1 || GB2 || GB3);
	IncB = GC1 || GC2 || GC3 || GC4;  
	WEB = GD1 || GD2 || GD3 || GD4;
end	
endmodule
### run.sh
#!/bin/bash
# OpenROAD 26Q1-2900-gdf79404cd8, Yosys 0.63+post, stock flow scripts
make -C /OpenROAD-flow-scripts/flow DESIGN_CONFIG=/design/flow/config.mk WORK_HOME=/design/flow/orfs finish
==> run notes <==
Notes on the physical design

The port buffer count is 5. Yosys reports a chip area of 295 sq um. The design draws 280 uW.

On the critical path the data arrives at 1.44 ns. Ranking logic cells in the layout by count gives the top entries nor2_1, buf_4, xor2_1, clkbuf_4, clkdlybuf4s50_1. The endpoint of the worst register-to-register path is Out[2]$_SDFF_PP0_. The floorplan step records an initial core utilization of 8.64%.

The registers of the reported paths see a clock transition of 0.04 ns. The later-pin clock latency in the skew report is 0.24 ns. The largest single stage delay on the critical path is 0.46 ns.

The clock period could shrink to 1.82 ns. The flop and latch count out of synthesis is 5. Buffers inserted to repair hold after CTS numbered 0.

The clock tree skew after final layout is 0.00110 ns. The flow ran to the end, and the final reports show no timing, DRC or antenna violations. The category of the critical setup timing path is flop to primary output. After detailed placement, the design holds a cell count of 85. The run reported a max-capacitance violation count of 0. The worst register-to-register path depth is 3. For this run, design rule violations remaining after detail routing come to 0. Per the OpenROAD floorplan log, the area of the core is 0.00342 sq mm. For this run the aggregate overflow at the end of global routing stands at 0.

The capture point of the worst path is WEB. After legalization and detailed placement, the total HPWL measured 453 um. The initial antenna violation count is 0. The flip-flop count of the largest register, all copies and words added is 5. For this run, the number of Yosys warnings is 1. In the routed layout, each cell is associated on average with a via count of 2.70. The launch point of the worst register-to-register path is recorded as Out[2]$_SDFF_PP0_.

The layout summary lists the proportion of cells stronger than drive strength 1 as 40.0%. 6 I/O pins were placed. Setup repair after global routing left no endpoint under its margin.

The worst slew margin relative to its limit is 77.1%. The synthesized instance count is 33. The most common cell after layout, fill and taps aside is nor2_1. The number of library cell types mapped by synthesis is 18. The post-route standard cell area excluding fillers is 478 sq um. Entering global routing, the biggest net connects 8 pins. The total power per unit cell area is 585 mW/mm^2.

TritonCTS built the clock tree. The pre-CTS setup check shows a worst slack of 0.163 ns. The kind of end point of the critical path is a primary output.

The critical path startpoint category is a flop. For this block, the initial DRC count from the detailed router was 7. In this run the deepest clock path goes through 2 buffers. The required time at the endpoint of the critical path is 1.52 ns. The timing-limited maximum frequency is 0.549 GHz. The final hold violation count is 0. The final worst setup slack is 0.0787 ns. The first global-routing pass estimated 897 um of wire.

For this design the static power due to leakage is 0.179 nW. The clock sink count is 5. The highest fanout seen on the critical path is 7. In this run the worst hold path is classified as flop to flop. The final critical path takes up 95.9% of the cycle.

Global routing consumed, over all layers together, 1.76% of the routing resources. The floorplan has 21 rows. Across all stage logs, warnings added up to 25. Summing all placed instances gives a cell area of 410 sq um. The yosys stat cell total is 33. In this run the number of H-tree levels came out at 1. Per the detailed-route log, wirelength across all metal layers totals 594 um. More flip-flops sit in one register than any other, and that register is Out. The slowest stage cell on the critical path is clkdlybuf4s50_1. From the final report, the count of setup violators was given as 0. RePlAce ended its routability-driven mode at a weighted congestion of 0.720. The synthesized netlist occupies a cell area of 295 sq um.

Sequential cells were found to cover 33.9% of the synthesized design area. The worst reg-to-reg setup slack is 0.78 ns. The via count of the first global-routing pass is 210. The finished layout holds 91 standard cells, fillers aside. The overall die width is 80 um. For the final routed database, the setup TNS stands at 0 ns. The critical path goes through nor2_1 > nor3b_2 > o21a_1 > clkdlybuf4s50_1. The buffer type at the clock tree root is clkbuf_4. The post-route utilization of the core is recorded as 14.0%. The transition time at the pin with the least slew margin is 0.342 ns. The worst hold slack is 0.556 ns. The mean cell area of the mapped netlist is 8.95 sq um.

Per the detail_route report, inserted antenna diodes total 0. The number of nets with antenna violations after detailed routing is 0. Per STA, the startpoint of the critical path is Out[1]$_SDFF_PP0_. The via total after detailed routing is 246. The peak ir drop on the vdd network is 0.0000849 V. According to the floorplan report, the die height is 80 um.

The mean routed wirelength per cell is 6.53 um. In the final layout, the registers with the most flip-flops are Out: 5 flops. The number of pins with negative max-slew slack in the final report is 0. In this run, CTS created clock tree buffers numbering 3. The die footprint is 0.00640 sq mm. The iteration count recorded for the first detailed-route pass is 3.

The area added between synthesis and finish is 61.9%.
[cells by family (layout without fill, tap and decap cells)]
| group | after synthesis | in the layout | share of synthesized area (%) |
|---|---|---|---|
| AOI/OAI and AO/OA | 4 | 4 | 16.1 |
| xor gates and xnor gates | 4 | 4 | 11.9 |
| adders and majority gates | 1 | 1 | 4.24 |
| buffers and inverters | 4 | 16 | 6.36 |
| DFF | 5 | 5 | 33.9 |
| and+or+nand+nor | 15 | 15 | 27.5 |
[cell type report]
type / count / area [sq um]
fillers: 396 / 2940
multi-input cells: 24 / 195
flip-flops and latches: 5 / 110
repair buffers: 9 / 77.6
well taps: 46 / 57.6
clock buffers: 4 / 26.3
inverters: 3 / 11.3
[cells in the mapped netlist]
master | n | area (sq um)
ha_1 | 1 | 12.5
nor3b_1 | 1 | 7.51
nand3b_1 | 1 | 7.51
buf_4 | 1 | 7.51
o21a_1 | 1 | 7.51
dfxtp_1 | 5 | 100
nand2b_4 | 1 | 13.8
nor3_1 | 2 | 10.0
a21oi_1 | 1 | 5.00
xnor2_1 | 1 | 8.76
nand3_1 | 2 | 10.0
inv_1 | 2 | 7.51
o21bai_1 | 1 | 7.51
or2_1 | 1 | 6.26
o41ai_4 | 1 | 27.5
xor2_1 | 3 | 26.3
nor2_1 | 7 | 26.3
inv_2 | 1 | 3.75
[how the worst min path moves through the flow]
| stage | from | endpoint | depth (start not counted) |
|---|---|---|---|
| 6_report | Out[4]$_SDFF_PP0_ | Out[4]$_SDFF_PP0_ | 2 |
| 4_1_cts | Out[4]$_SDFF_PP0_ | Out[4]$_SDFF_PP0_ | 2 |
| 5_1_grt | Out[4]$_SDFF_PP0_ | Out[4]$_SDFF_PP0_ | 2 |
[repair_timing]
action / in CTS / in global routing
setup buffers: 2 / 0
pin swaps: 2 / 0
setup endpoints to repair: 3 / 3
gates resized: 6 / 6
[metal layers]
metal	part of all wire, %	GRT usage, %	vias up
met5	0	0	-
met4	0	0.704	0
met3	13	1.48	0
met2	40	2.01	5
met1	47	2.27	108
li1	-	-	133
[power by group]
part	switching [mW]	total, mW	internal, mW	leakage (nW)
sequential	0.00861	0.118	0.109	0.0433
combinational	0.0196	0.0421	0.0225	0.121
clock	0.0407	0.120	0.0792	0.0150
total	0.0689	0.280	0.211	0.179
[worst max-delay path: cells and delay by family, from the launching register on]
family,cells,cell delay (ns)
flops,1,0.40
simple gates,2,0.22
buf+inv,1,0.46
compound gates,1,0.12
No activity file was given, so power comes from the tool's default toggle rates.
